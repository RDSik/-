## /design/flow/run.sh

```bash
#!/bin/bash
# OpenROAD 26Q1-2900-gdf79404cd8, Yosys 0.63+post, stock flow scripts
make -C /OpenROAD-flow-scripts/flow DESIGN_CONFIG=/design/flow/config.mk WORK_HOME=/design/flow/orfs finish
```

## /design/flow/config.mk

```make
export PLATFORM = sky130hd
export DESIGN_NAME = alu_structural
export DESIGN_NICKNAME = alu_structural
export VERILOG_FILES = /design/flow/design.v
export SDC_FILE = /design/flow/constraint.sdc
export NUM_CORES = 4
export LEC_CHECK = 1
export CORE_AREA = 10 10 92 92
export DIE_AREA = 0 0 102 102
```

## /design/flow/constraint.sdc

```tcl
current_design alu_structural

set clk_period 5.0
set clk_io_pct 0.2

create_clock -name clk0 -period $clk_period

set non_clock_inputs [all_inputs -no_clocks]
set_input_delay [expr $clk_period * $clk_io_pct] -clock clk0 $non_clock_inputs
set_output_delay [expr $clk_period * $clk_io_pct] -clock clk0 [all_outputs]
```

## /design/flow/design.v

```verilog
module alu_adder #(
	parameter WIDTH = 8
) (
	input [WIDTH-1:0]  x, 
	input [WIDTH-1:0]  y,
	input              carry_in,
	output             carry_out,
	output [WIDTH-1:0] z
);
assign {carry_out, z} = x + y + carry_in;
endmodule
module alu_and #(
	parameter WIDTH = 8
) (
	input  [WIDTH-1:0] x,
	input  [WIDTH-1:0] y,
	output [WIDTH-1:0] z
);
assign z = x & y;
endmodule
module alu_left_shifter #(
	parameter WIDTH = 8,
	parameter SHIFT = 3
) (
	input  [WIDTH-1:0] x,
	input  [WIDTH-1:0] y,
	input  [SHIFT-1:0] shamt,
	output [WIDTH-1:0] z
);
assign z = x << shamt;
endmodule
module alu_mux #(
	parameter DATA_WIDTH = 8,
	parameter SEL_WIDTH  = 3
) (
	input  [((2**SEL_WIDTH)*DATA_WIDTH)-1:0] d,
	input  [SEL_WIDTH-1:0]                   s,
	output [DATA_WIDTH-1:0]                  y
);
wire [DATA_WIDTH-1:0] tmp_array [0:(2**SEL_WIDTH)-1];
generate 
	genvar i;
	for (i = 0; i < 2**SEL_WIDTH; i = i + 1)	
		begin: gen_array
			assign tmp_array[i] = d[((i+1)*DATA_WIDTH)-1:(i*DATA_WIDTH)];
		end
endgenerate
assign y = tmp_array[s];
endmodule
module alu_or #(
	parameter WIDTH = 8
) (
	input  [WIDTH-1:0] x,
	input  [WIDTH-1:0] y,
	output [WIDTH-1:0] z
);
assign z = x | y;
endmodule
module alu_right_shifter #(
	parameter WIDTH = 8,
	parameter SHIFT = 3
) (
	input  [WIDTH-1:0] x,
	input  [WIDTH-1:0] y,
	input  [SHIFT-1:0] shamt,
	output [WIDTH-1:0] z
);
assign z = x >> shamt;
endmodule
module alu_slt #(
	parameter WIDTH = 8
) (
	input  [WIDTH-1:0] x,
	input  [WIDTH-1:0] y,
	output [WIDTH-1:0] z
);
assign z = (x < y) ? 1 : 0;
endmodule
module alu_structural #(
	parameter OPERATION = 3,
	parameter WIDTH     = 8,
	parameter SHIFT     = 3,
) (
	input [OPERATION-1:0] operation,	
	input [WIDTH-1:0]     x, 
	input [WIDTH-1:0]     y, 
	input [SHIFT-1:0]     shamt,
	input                 carry_in,
	output                overflow,
	output                zero,
	output [WIDTH-1:0]    result
);
wire [8*WIDTH-1:0] t;
alu_and #(
	.WIDTH(WIDTH)
) i_and (
	.x (x),
	.y (y),
	.z (t[WIDTH-1:0])
);
alu_or #(
	.WIDTH (WIDTH)
) i_or (
	.x (x),
	.y (y),
	.z (t[2*WIDTH-1:WIDTH])
);
alu_xor #(
	.WIDTH (WIDTH)
) i_xor (
	.x (x),
	.y (y),
	.z (t[3*WIDTH-1:2*WIDTH])
);
alu_adder #(
	.WIDTH (WIDTH)
) i_adder (
	.x         (x),
	.y         (y),
	.carry_in  (carry_in),
	.z         (t[4*WIDTH-1:3*WIDTH]),
	.carry_out (overflow)
);
alu_subtractor #(
	.WIDTH (WIDTH)
) i_subtractor (
	.x (x),
	.y (y),
	.z (t[5*WIDTH-1:4*WIDTH])
);
alu_left_shifter #(
	.WIDTH (WIDTH),
	.SHIFT (SHIFT)
) i_left_shifter (
	.x     (x),
	.y     (y),
	.shamt (shamt),
	.z     (t[6*WIDTH-1:5*WIDTH])
);
alu_right_shifter #(
	.WIDTH (WIDTH),
	.SHIFT (SHIFT)
) i_right_shifter (
	.x     (x),
	.y     (y),
	.shamt (shamt),
	.z     (t[7*WIDTH-1:6*WIDTH])
);
alu_slt #(
	.WIDTH (WIDTH)
) i_slt (
	.x (x),
	.y (y),
	.z (t[8*WIDTH-1:7*WIDTH])
);
alu_mux #(
	.DATA_WIDTH (WIDTH),
	.SEL_WIDTH  (OPERATION) 
) i_mux (
	.d (t),
	.s (operation),
	.y (result)
);
assign zero = (result == 0);
endmodule
module alu_subtractor #(
	parameter WIDTH = 8
) (
	input  [WIDTH-1:0] x, 
	input  [WIDTH-1:0] y,
	output [WIDTH-1:0] z
);
assign z = x - y;
endmodule
module alu_xor #(
	parameter WIDTH = 8
) (
	input  [WIDTH-1:0] x,
	input  [WIDTH-1:0] y,
	output [WIDTH-1:0] z
);
assign z = x ^ y;
endmodule
```

==> job_summary.md <==
## Synthesis and layout report

| Metric | Value |
|---|---|
| Maximum fanout along the worst path | `3` |
| Initial DRT Pass Iterations | `4` |
| Vias per cell | `around 5.3` |
| Total number of vias | `around 2000` |
| Setup slack after layout | `a little over 0.09 ns` |
| Area growth syn-to-layout | `34.77%` |
| Die Width | `~100 um` |
| N_diodes | `0` |
| Sequential cells | `0` |
| Leakage power | `0.001122 uW` |
| Most numerous logic cells after layout | `buf_4, clkdlybuf4s50_1, inv_1` |
| Layout cells sized above 1 | `0.2020` |
| # Cells Yosys | `about 250` |
| Vias in the first global route | `just under 2000` |
| GR met2 Demand/Resource | `0.1881` |
| Chip area | `about 10000 um2` |
| Synthesized area per cell | `~7.4 um2` |
| Hold Slack | `approximately 3.1 ns` |
| Final GP Congestion | `0.9533` |
| FF+latch area | `0 um2` |
| WS Path Type | `in2out` |
| Cell area after synthesis | `approximately 1800 um2` |
| Power Dens Cells | `about 100 nW/um2` |
| Port buffer count | `33` |
| Die height | `102 um` |
| Setup violators final | `0` |
| Status | `finished clean` |
| GR peak layer | `met2` |
| Fin crit share | `0.9817` |
| Residual DRC | `0` |
| Commonest Layout Cell | `buf_4` |
| Initial antenna violation count | `0` |
| Cell Rows | `29` |
| Syn Inst Count | `between 200 and 250` |
| HPWL Detailed | `4858 um` |
| Filler cell count | `between 600 and 700` |
| CP delay by family, top | `buffers and inverters` |
| Setup crit start kind | `input port` |
| YS warnings | `1` |
| Worst slack, placed | `-0.1800 ns` |
| DRT antenna net count | `0` |
| Nature of the critical path endpoint | `output pin` |
| Total congestion overflow | `0` |
| CP max stage delay | `roughly 0.5 ns` |
| Max-capacitance violation count | `0` |
| Worst hold-check path type | `in2out` |
| Core ar. | `6459 um2` |
| Worst-Margin Slew | `0.6825 ns` |
| Post-synth seq share | `0` |
| Tot GR Track Use | `0.1120` |
| Cell Type Count | `roughly 60` |
| Worst Path Buf+Inv | `3` |
| GRT met3 Usage | `0.01091` |
| # clk buffers | `0` |
| Init Core Util | `0.2830` |
| CP Cell Sequence | `clkdlybuf4s50_1, fa_2, fa_2, and3_1, o21ai_0, or3b_2, a31oi_4, o22ai_2, inv_1, clkdlybuf4s50_1` |
| Ports | `33` |
| Fmax | `a little over 0.2 GHz` |
| Drt initial violations | `157` |
| Grt met1 use | `0.1552` |
| Slew Limit Headroom | `0.5385` |
| Gate Area | `around 1700 um2` |
| Crit-path slowest cell | `or3b_2` |
| Setup TNS | `0 ns` |
| First-pass GRT wire length | `between 9000 and 10000 um` |
| Final Slew Violations | `0` |
| Fin crit period | `4.909 ns` |
| Peak VDD IR | `about 45 uV` |
| Required @ worst endpoint | `about 4.0 ns` |
| Routed len/inst | `about 15 um` |
| Log Warnings | `about 48` |
| Hold Fails Final Rpt | `0` |
| Maximum number of pins on one net before global-route repair | `20` |
| Critical path data arrival time | `between 3 and 4 ns` |
| Drt total wl | `5771 um` |
| Chip Area, Yosys | `roughly 1800 um2` |
power breakdown:
group | internal [uW] | switching [uW] | leakage [uW] | total (uW)
logic | 133 | 124 | 0.00112 | 257
clock network | 0 | 0 | 0 | 0
registers | 0 | 0 | 0 | 0
total | 133 | 124 | 0.00112 | 257
final cells by class:
type / instances / share of cell area
inverter: 26 / 0.03961
multi-input combinational: 203 / 0.6795
tap: 77 / 0.03911
timing repair buffer: 68 / 0.2417
metrics by stage:
| step | cells | util | power [uW] | instance area, um2 |
|---|---|---|---|---|
| global route | 374 | 0.3814 | 284.0 | 2464 |
| detailed placement | 370 | 0.3656 | 242.7 | 2361 |
| CTS | 373 | 0.3731 | 251.5 | 2410 |
| finish | 374 | 0.3814 | 256.6 | 2464 |
| global placement | 370 | 0.3656 | 242.6 | 2361 |
| floorplan | 247 | - | 142.3 | 1828 |
tightest hold or removal path, stage by stage:
cell and delay, ns:
dlymetal6s2s_1 0.12, fa_2 0.21, a31oi_1 0.07, a31oi_1 0.16
o21bai_4 0.14, a2111oi_4 0.06, o2111ai_2 0.10, nor4_2 0.04
dlygate4sd2_1 0.23
path summary, 6_finish.rpt:
check / from / end / slack [ns] / depth (start not counted)
min: y[0] / zero / 3.14 / 9
max: carry_in / result[4] / 0.09 / 10
timing repair:
action,CTS,global route
hold endpoints to repair,0,0
gates resized,10,8
hold buffers,0,0
pin swaps,6,5
endpoints found under the setup margin,2,5
buffers inserted,3,1
cells in the mapped netlist, drive strengths merged, types with 2 or more instances:
master | count | area share
o21ai | 18 | 0.049
xor2 | 4 | 0.019
nand2 | 9 | 0.018
and3 | 4 | 0.014
ha | 24 | 0.16
buf | 16 | 0.065
nor3 | 3 | 0.0082
o21bai | 2 | 0.014
nor2 | 18 | 0.038
a221oi | 5 | 0.031
nand3b | 3 | 0.012
o22ai | 5 | 0.017
nand2b | 3 | 0.010
a21o | 3 | 0.012
nand3 | 5 | 0.014
a31oi | 5 | 0.017
a21oi | 17 | 0.047
clkbuf | 2 | 0.0041
o2bb2ai | 2 | 0.0096
mux2i | 16 | 0.088
or2 | 2 | 0.0068
a211oi | 3 | 0.012
inv | 25 | 0.051
fa | 3 | 0.033
nor2b | 10 | 0.034
xnor2 | 4 | 0.019
or3 | 4 | 0.016
o31ai | 2 | 0.0082
mux4 | 2 | 0.027
nor3b | 3 | 0.015
a32oi | 2 | 0.0096
o211ai | 5 | 0.021
layer usage:
metal  wire length (um)  share of wire
met5                  0              0
met4                105          0.018
met1               2526           0.44
met3                458          0.079
met2               2681           0.46
cells by family (layout without fill, tap and decap cells):
logic type | Yosys count | in the layout | synth area share
compound gates | 78 | 78 | 0.3012
xor+xnor | 8 | 8 | 0.03833
fa+ha+maj | 27 | 27 | 0.1971
buf+inv | 44 | 94 | 0.1225
mux | 18 | 18 | 0.1143
simple gates | 72 | 72 | 0.2266
Power and IR drop assume default switching activity.
