File: ./design.v
module ram_byte_ena #(
	parameter DATA_WIDTH = 16,
	parameter ADDR_WIDTH = 8
) (
	input                   clk,
	input                   we, 
	input  [1:0]            byte_ena,
	input  [DATA_WIDTH-1:0] data_in,
	input  [ADDR_WIDTH-1:0] addr_in,
	output [DATA_WIDTH-1:0] data_out
);
reg [DATA_WIDTH-1:0] ram [0:2**ADDR_WIDTH-1];
always @(posedge clk) begin
	if (we) begin
		case (byte_ena)
			2'b01: ram[addr_in] <= data_in[7:0];
			2'b10: ram[addr_in] <= data_in[DATA_WIDTH-1:0];
			default: ram[addr_in] <= data_in[DATA_WIDTH-1:0];
		endcase
	end
end
assign data_out = ram[addr_in];
endmodule
File: ./run.sh
#!/bin/bash
# OpenROAD 26Q1-2900-gdf79404cd8, Yosys 0.63+post, stock flow scripts
make -C /OpenROAD-flow-scripts/flow DESIGN_CONFIG=/design/flow/config.mk WORK_HOME=/design/flow/orfs finish
File: ./config.mk
export PLATFORM = sky130hd
export DESIGN_NAME = ram_byte_ena
export DESIGN_NICKNAME = ram_byte_ena
export VERILOG_FILES = /design/flow/design.v
export SDC_FILE = /design/flow/constraint.sdc
export NUM_CORES = 4
export LEC_CHECK = 1
export CORE_UTILIZATION = 40
File: ./constraint.sdc
current_design ram_byte_ena

set clk_period 24.5
set clk_io_pct 0.2

create_clock -name clk0 -period $clk_period [get_ports {clk}]

set non_clock_inputs [all_inputs -no_clocks]
set_input_delay [expr $clk_period * $clk_io_pct] -clock clk0 $non_clock_inputs
set_output_delay [expr $clk_period * $clk_io_pct] -clock clk0 [all_outputs]
==> CHANGELOG.md <==
## Implementation

* Die W at 625 µm
* Crit-path slowest cell: o41ai_2
* Initial antenna violation count at 10
* Crit start category: primary input
* Adders+Majority by Area at 0.0161%
* CP most frequent cell: buf_4
* Routed Antenna Nets at 0
* Hold EP: ram[2][3]
* PortBufs at 43
* Vias at 73408
* Largest registers: ram x4096
* Yosys chip area at 0.155 mm²
* Final Power at 14.4 mW
* Setup TNS at 0 ns
* Worst Hold Class: in2reg
* Pwr per Cell Area at 81.3 mW/mm²
* Die Size at 0.390 mm²
* Slew HR at 1.43%
* CTS H-tree depth at 5
* Number of enable flip-flop cells at 4096
* Synth Seq Share at 79.3%
* CP Cell Sequence: buf_8 > buf_4 > buf_4 > buf_4 > buf_12 > mux4_2 > a22oi_1 > a21oi_1 > o41ai_2 > nand4_1 > clkdlybuf4s50_1
* CTS tree: yes
* Final RePlAce weighted congestion at 0.880
* Yosys warning tally at 1
* Peak Freq at 61.9 MHz
* CTS Buf Count at 410
* Synth Area in Compound Gates at 3.68%
* Data arrival, critical path at 11.24 ns
* Comb pwr share at 4.5%
* Net Sw Frac at 21.2%
* Overflow after GRT at 0
* Hold_buf cts at 0
* Mean number of vias per cell at 5.73
* VDD IR max at 0.0000647 V
* Cell Type Count at 24
* FF/Latch Area at 0.123 mm²
* Failing checks: capacitance limit
* Layout area overhead at 14.5%
* Worst Max-Slew Pin Slew at 1.46 ns
* OpenROAD warning count at 35
* Mux area share at 14.9%
* Maximum number of pins on one net before global-route repair at 119
* Critical path class: in2out
* Mapped Cells at 6724
* CP Capture Type: output port
* Origin of the worst setup path: addr_in[1]
* # setup viols final at 0
* Synthesized area per cell at 23.1 µm²
* Seq pwr share at 53.5%
* Fillers at 30850
* Post-layout min period at 16.14 ns
* Initial DRC count at 4822
* DR pass1 iterations at 5
* Asr flop ratio synth at 0%
* # IOs at 44
* Setup Buffers After CTS at 0
* Reg with most FFs: ram
* Init Core Util at 40.2%
* Top post-synthesis cells by area: edfxtp_1 79%, mux4_2 15%, a22oi_1 2.5%, a21oi_1 0.83%, nor2_1 0.62%
* Row Count at 228
* First-pass GRT wire length at 573 mm
* Yosys top cell by area: edfxtp_1
* Die Y-Extent at 625 µm
* Pins Over Slew Limit at 0
* Unrepaired setup endpoints after global routing: false
* Drt wl/cell at 31.1 µm
* DRC errors left at 0
* CTS max path bufs at 4
* Post-DP HPWL at 235 mm
* Critical path required time at 19.60 ns
* Gate Area at 0.0306 mm²
* Critical-path maximum fanout at 95
* Maxcap violations at 1
* Status: complete, but fails checks
* Clock root cell: clkbuf_16
* Final hold slack at 4.34 ns
* Sw power at 3.06 mW
* Yosys stat cell total at 6724
* Hold_sp: data_in[3]
* Clock network power share at 42.0%
* Seq cells post-synth at 4096
* Hold violation total from the final report at 0
* Clock-pin slew on the worst setup and hold paths at 0.06 ns
* Leak pwr at 50.9 nW
* Simple share at 0.933%
* Total wire length at 399 mm
* # resized after CTS at 0
* Mapped cell area at 0.155 mm²
* Ys flop type: edfxtp_1
* Final period utilization at 65.9%
* Hold path depth at 1
* Clock sink count at 4096
* Pint at 11.4 mW
* Gr usage total at 22.8%
* Dominant comb cell: multiplexers
* Vias in the first global route at 81096
* Yosys xor share at 0%
* Top-area cell share at 79.3%
* Max incr delay on CP at 1.27 ns
* Max reg flops at 4096
* Layout cells sized above 1 at 28.9%
* Core Region at 0.386 mm²
-- power groups by stage --
stage	clock, mW	sequential [mW]	combinational [mW]
4_1_cts	6.16	7.73	0.664
5_1_grt	6.42	7.73	0.701
6_report	6.06	7.73	0.654
-- Yosys cell counts, types with 3 or more instances --
master	count
mux4_2	1024
a21oi_1	256
clkbuf_1	231
and2_1	10
a22oi_1	512
nor2_1	255
buf_1	62
nand2_1	28
nor2b_1	8
nand4_1	20
nand3_1	17
o41ai_1	64
nand2b_1	3
buf_4	16
buf_2	87
nor3_1	5
edfxtp_1	4096
buf_6	21
-- cell type report --
type	count	share of cell area [%]
diodes	12	0.0169
flip-flops and latches	4096	69.2
repair buffers	569	2.54
well taps	5175	3.64
clock inverters	241	1.32
clock buffers	508	6.01
inverters	2	0.00423
multi-input cells	2209	17.2
-- metrics by stage --
step	setup slack [ns]	cell area, µm²	cells	util [%]
after floorplan	12.87	155000	6724	-
after global placement	7.74	165000	12049	42.6
after detailed placement	8.30	165000	12051	42.6
after CTS	8.31	178000	12800	46.0
after global routing	7.91	178000	12806	46.0
final	8.36	178000	12812	46.0
-- per-layer routing --
metal / GRT usage [%] / share of wire, %
met1: 25.9 / 30
met4: 6.59 / 3.8
met2: 33.0 / 47
met5: 1.62 / 0.25
met3: 18.8 / 18
-- worst max-delay path, delay by kind of cell --
family	cells	cell delay, ns
AOI/OAI and AO/OA	3	1.69
buffers and inverters	6	3.51
muxes	1	0.41
and+or+nand+nor	1	0.56
-- layout by cell type, fill, tap and decap left out, types with 5 or more instances in the layout --
cell             count
clkbuf_1            96
mux4_2            1024
nor2_2              26
edfxtp_1          4096
nand2_1             27
nand3_2             12
clkbuf_16          412
o41ai_1             43
clkinv_2            73
clkinv_8            10
and2_4               9
clkinv_16            7
nor2_1             228
clkinvlp_4          12
bufinv_16           33
buf_8                9
nand4_1             20
diode_2             12
buf_12               6
nand3_1              5
inv_6                8
o41ai_2             21
buf_4              519
clkinv_1            90
a22oi_1            512
clkdlybuf4s50_1     33
nor3_2               5
a21oi_1            256
-- kinds of logic after synthesis --
logic type	count (synthesis)
compound gates	834
mux	1024
flops	4096
simple gates	349
buf+inv	419
fa+ha+maj	2
-- worst max-delay path by stage --
stage	to	slack (ns)	cells after the start
6_report	data_out[7]	8.36	11
4_1_cts	data_out[7]	8.31	11
5_1_grt	data_out[12]	7.91	12
Power and IR drop assume default switching activity.
