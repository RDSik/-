<file path="/design/flow/config.mk">
export PLATFORM = sky130hd
export DESIGN_NAME = ram
export DESIGN_NICKNAME = ram
export VERILOG_FILES = /design/flow/design.v
export SDC_FILE = /design/flow/constraint.sdc
export NUM_CORES = 4
export LEC_CHECK = 1
export CORE_UTILIZATION = 40
export SYNTH_MEMORY_MAX_BITS = 65536
</file>
<file path="/design/flow/constraint.sdc">
current_design ram

set clk_period 599.9
set clk_io_pct 0.2

create_clock -name clk0 -period $clk_period [get_ports {clk}]

set non_clock_inputs [all_inputs -no_clocks]
set_input_delay [expr $clk_period * $clk_io_pct] -clock clk0 $non_clock_inputs
set_output_delay [expr $clk_period * $clk_io_pct] -clock clk0 [all_outputs]
</file>
<file path="/design/flow/design.v">
module ram #(
	parameter DATA_WIDTH = 8,
	parameter ADDR_WIDTH = 11
) (	
	input                   clk,
	input                   we, 
	input  [DATA_WIDTH-1:0] data_in,
	input  [ADDR_WIDTH-1:0] addr_in,
	output [DATA_WIDTH-1:0] data_out,
	output [ADDR_WIDTH-1:0] addr_out
);
reg [DATA_WIDTH-1:0] ram [0:2**ADDR_WIDTH-1];
reg [ADDR_WIDTH-1:0] addr_reg;
always @(posedge clk) begin
	if (we)
		ram[addr_in] <= data_in;
		addr_reg <= addr_in;
end
assign data_out = ram[addr_reg];
assign addr_out = addr_reg;
endmodule
</file>
<file path="/design/flow/run.sh">
#!/bin/bash
# OpenROAD 26Q1-2900-gdf79404cd8, Yosys 0.63+post, stock flow scripts
make -C /OpenROAD-flow-scripts/flow DESIGN_CONFIG=/design/flow/config.mk WORK_HOME=/design/flow/orfs finish
</file>
==> results.sh <==
# flow metrics
export IMPL_die_h_mm=1.27
export IMPL_top_usage_layer="met2"
export IMPL_cp_max_fo=87
export IMPL_cts_root_buf="clkbuf_16"
export IMPL_cts_setup_buffers=0
export IMPL_die_area_sq_um=1610000
export IMPL_final_util=0.453
export IMPL_die_x_mm=1.27
export IMPL_power_mw=2.40
export IMPL_crit_arrival_ns=14.08
export IMPL_netlist_top_cells_count="edfxtp_1, mux2i_1, nor2_1, mux4_2, o221ai_1"
export IMPL_setup_violations=0
export IMPL_postCtsResizedCells=0
export IMPL_startpoint_type="register"
export IMPL_floorplanUtilization=0.401
export IMPL_drive_above_1_share=0.190
export IMPL_layout_area_comb_sq_um=138000
export IMPL_warnings=98
export IMPL_post_route_period_util=0.223
export IMPL_whs_ns=119.11
export IMPL_port_buffers=39
export IMPL_top_area_frac=0.765
export IMPL_ys_warn_count=1
export IMPL_cp_end_kind="output port"
export IMPL_yosysUniqueCellTypes=97
export IMPL_vias_per_cell=5.92
export IMPL_violations="capacitance limit, slew limit"
export IMPL_slew_headroom=-0.0978
export IMPL_powerDensity_nw_per_um2=3.31
export IMPL_drt_iter0_markers=24500
export IMPL_firstDrtPassIters=6
export IMPL_slew_viol_final=6
export IMPL_p_int_mw=1.89
export IMPL_ys_ff=16400
export IMPL_postSynthSeqShare=0.765
export IMPL_dr_total_vias=339000
export IMPL_design_core_area_sq_um=1600000
export IMPL_tightest_slew_ns=1.64
export IMPL_syn_avg_cell_area_sq_um=19.5
export IMPL_hpwl_mm=1320
export IMPL_ys_area_sq_um=643000
export IMPL_flop_area_sq_um=492000
export IMPL_seqPwrFrac=0.525
export IMPL_p_sw_mw=0.518
export IMPL_finalSetupTns_ns=0
export IMPL_grt_use_met1=0.276
export IMPL_synth_edff_count=16400
export IMPL_grt_overflow_total=0
export IMPL_grt_max_degree=148
export IMPL_syn2layout_area_growth_pct=12.9
export IMPL_grt_setup_unrepaired="false"
export IMPL_synth_most_common_cell="edfxtp_1"
export IMPL_yosysCellCount=32900
export IMPL_area_leaders="edfxtp_1, mux4_2, mux2i_1, o221ai_1, nor2_1"
export IMPL_grt_use_met2=0.377
export IMPL_cts_tree="built"
export IMPL_switching_share=0.215
export IMPL_hold_viol_final=0
export IMPL_drc_errors=0
export IMPL_comb_power_share=0.052
export IMPL_max_freq_mhz=7.46
export IMPL_antenna_found_initial=235
export IMPL_post_route_min_period_ns=134.06
export IMPL_grt_pass1_vias=362000
export IMPL_path_class="register to output port"
export IMPL_routed_wl_mm=2050
export IMPL_async_reset_ff_frac=0
export IMPL_grt_usage=0.277
export IMPL_num_rows=465
export IMPL_grt_met3_usage=0.262
export IMPL_drv_cap=1
export IMPL_ir_drop_mv=0.00282
export IMPL_routedWlPerCell_um=35.8
export IMPL_netlist_area_sq_um=643000
export IMPL_cp_required_ns=479.92
export IMPL_cts_reportedPaths_clkPinSlew_ns=0.06
export IMPL_clockBufferDepth=6
export IMPL_num_io_pins=40
export IMPL_p_clk_frac=0.423
export IMPL_ff_type="edfxtp_1"
export IMPL_status="complete, but fails checks"
export IMPL_cts_made_buffers=1703
export IMPL_hp_class="input pin to register"
export IMPL_ctsHtreeMaxLevel=7
export IMPL_power_leakage_nw=230
export IMPL_grt_pass1_wl_mm=2830
export IMPL_clock_sinks=16400
export IMPL_num_fill_cells=131000
export IMPL_antenna_left=0
export IMPL_synthCells=32900
export IMPL_ctsHoldBuffers=0
export IMPL_gp_congestion=0.934
export IMPL_largest_area_cell="edfxtp_1"
-- cells by family after synthesis --
family / Yosys count / share of synthesized area
compound gates: 4210 / 0.0453
buf+inv: 2255 / 0.0226
flops: 16400 / 0.765
mux: 5943 / 0.140
simple gates: 4098 / 0.0272
-- metrics by stage --
step | setup slack (ns) | instances | instance area (sq um)
after global routing | 465.25 | 57000 | 725000
after CTS | 465.86 | 56800 | 725000
after detailed placement | 467.29 | 53800 | 672000
after global placement | 467.45 | 53800 | 672000
final | 465.84 | 57300 | 726000
after floorplan | 477.19 | 32900 | 643000
-- state kept, by name (all words and copies together), names as in the netlist --
| signal | flops |
|---|---|
| addr_out | 11 |
| ram | 16384 |
-- metal layers --
| layer | routed length [um] | vias to the layer above | part of all wire |
|---|---|---|---|
| met2 | 909000 | 24600 | 0.44 |
| met4 | 118000 | 327 | 0.058 |
| met5 | 8370 | - | 0.0041 |
| met3 | 438000 | 4380 | 0.21 |
| met1 | 575000 | 170000 | 0.28 |
| li1 | - | 140000 | - |
-- power groups by stage --
stage	Sequential (mW)	Clock, mW	Combinational (mW)
6_report	1.26	1.02	0.125
5_1_grt	1.26	1.07	0.131
4_1_cts	1.26	1.03	0.124
-- placed cells by master, fill, tap and decap left out, drive strengths merged, types with 41 or more instances in the layout --
cell	instances
a2111oi	89
a211oi	136
a21oi	761
a221oi	62
a22oi	98
a31oi	166
and2	56
and3	41
buf	1857
bufinv	153
clkbuf	2045
clkinv	755
clkinvlp	45
diode	457
edfxtp	16400
mux2	93
mux2i	3462
mux4	2388
nand2	490
nand3	174
nand4	66
nor2	2552
nor3	420
nor4	118
o21a	43
o21ai	442
o221ai	1106
o22ai	946
or3	49
-- final timing paths --
check	startpoint	to	slack (ns)	depth (start not counted)
max	addr_out[0]	data_out[5]	465.84	22
min	data_in[1]	ram[200][1]	119.11	1
-- worst max-delay path: stages, from the launching register on --
cell and delay [ns]:
dfxtp_4 0.73, buf_12 0.57, buf_4 0.70, buf_4 0.54, buf_4 0.58, buf_12 0.45, buf_4 0.68, buf_4 0.68
buf_4 0.69, buf_4 0.68, buf_4 0.68, mux2i_1 0.20, o221ai_1 0.31, o22ai_1 0.16, o21ai_0 0.59, nand4_1 0.36
nor4_1 1.06, buf_4 0.25, a31oi_1 0.20, buf_4 0.33, a311oi_2 1.11, buf_4 0.26, clkdlybuf4s50_1 0.46
-- final cells by class --
cell class,instances,share of cell area
inverters,6,0.0000620
multi-input cells,14300,0.190
diodes,457,0.00158
well taps,21200,0.0366
flip-flops and latches,16400,0.678
clock inverters,975,0.0117
clock buffers,2044,0.0613
repair buffers,1888,0.0208
No activity file was given, so power comes from the tool's default toggle rates.
